==> flow/design.v <==
module dct_seq(clk,btnC,btnU,btnL,btnR,btnD,sw,led,seg,an,dp );
    	        input clk;  
                input btnC; 
                input btnU;  
                input btnD;
                input btnR;
                input btnL;
                input signed [15:0] sw; 
                output [15:0] led;
                output [6:0] seg;
                output [3:0] an; 
                output dp;
    reg signed [7:0] I0=8'b0,
                     I1=8'b0,
                     I2=8'b0,
                     I3=8'b0,
                     I4=8'b0,
                     I5=8'b0,
                     I6=8'b0,
                     I7=8'b0;            
    reg signed [8:0] A0,A1,A2,A3,A4,A5,A6,A7;
    reg signed [9:0] B0,B1,B2,B3,B4,B5,B6,B7;
    reg signed [10:0] C0,C1,C2,C3,C4,C5,C6,C7,C8;    
    reg signed [21:0] D0,D1,D2,D3,D4,D5,D6,D7,D8;
    reg signed [22:0] E0,E1,E2,E3,E4,E5,E6,E7;
    reg signed [23:0] F0,F1,F2,F3,F4,F5,F6,F7;
    reg signed [39:0] G0,G1,G2,G3,G4,G5,G6,G7;
    reg sign0=0;
    reg sign1=0;
    reg sign2=0;
    reg sign3=0;
    reg sign4=0;
    reg sign5=0;
    reg sign6=0;
    reg sign7=0;
    reg sign=0;
    reg blink=0;
    reg [26:0] counter=0;
    wire signed [10:0] m1 = 11'b000_10110101,   
                       m2 = 11'b000_01100001,   
                       m3 = 11'b000_10001010,   
                       m4 = 11'b001_01001110;   
wire signed [15:0] s0 = 16'b0000_010110101000, 
  s4 = 16'b0000_010110101000, 
  s6 = 16'b0000_101001110011, 
  s2 = 16'b0000_010001010100, 
  s3 = 16'b0000_010011001111, 
  s5 = 16'b0000_011100110011, 
  s7 = 16'b0001_010010000000, 
  s1 = 16'b0000_010000010100; 
reg signed [15:0] x = 16'b0;
reg dec=0;
assign led[14:0] = sw[14:0];   
always @(posedge clk) begin
if ( (btnU == 1))  
    begin
    case(sw[15:8]) 
        0:I0 <= sw[7:0];
        1:I1 <= sw[7:0];
        2:I2 <= sw[7:0];
        4:I3 <= sw[7:0];
        8:I4 <= sw[7:0];
        16:I5 <= sw[7:0];
        32:I6 <= sw[7:0];
        64:I7 <= sw[7:0];
       128:  
            begin
                A0 <= I0 + I7;
                A1 <= I1 + I6;
                A2 <= I2 + I5;
                A3 <= I3 + I4;
                A4 <= I3 - I4;
                A5 <= I2 - I5;
                A6 <= I1 - I6;
                A7 <= I0 - I7;
                B0 <= A0 + A3;
                B1 <= A1 + A2;
                B2 <= A1 - A2;
                B3 <= A0 - A3;
                B4 <= A4 + A5;
                B5 <= A5 + A6;
                B6 <= A6 + A7;
                B7 <= A7;
                C0 <= B0 + B1;
                C1 <= B0 - B1;
                C2 <= B2 + B3;
                C3 <= B3;
                C4 <= B4;
                C5 <= B5;
                C6 <= B6;
                C7 <= B7;
                C8 <= B4 - B6;
                D0 <= {C0,8'b0}; if (C0[10]) D0[21:19] <= 3'b111;   
                D1 <= {C1,8'b0}; if (C1[10]) D1[21:19] <= 3'b111;   
                D2 <= C2 * m1;
                D3 <= {C3,8'b0}; if (C3[10]) D3[21:19] <= 3'b111;   
                D4 <= C4 * m3;
                D5 <= C5 * m1;
                D6 <= C6 * m4;
                D7 <= {C7,8'b0}; if (C7[10]) D7[21:19] <= 3'b111;   
                D8 <= C8 * m2;
                E0 <= D0;
                E1 <= D1;
                E2 <= D3 - D2;
                E3 <= D3 + D2;
                E4 <= D4 + D8;
                E5 <= D7 - D5; 
                E6 <= D6 + D8;
                E7 <= D5 + D7; 
                F0 <= E0;
                F1 <= E1;
                F2 <= E2;
                F3 <= E3;
                F4 <= E5 - E4; 
                F5 <= E5 + E4;
                F6 <= E7 - E6;
                F7 <= E7 + E6;
                end
                endcase
                end
       else  if (btnL == 1) begin
                         G0 <= F0 * s0;
                         G4 <= F1 * s4;
                         G6 <= F2 * s6;
                         G2 <= F3 * s2;
                         G3 <= F4 * s3;
                         G5 <= F5 * s5;
                         G7 <= F6 * s7;
                         G1 <= F7 * s1;         
                  end
      else  if (btnR == 1) begin
                if(G0[39]) begin sign0 <= 1; G0 <= ~G0 + 1; end
                if(G1[39]) begin sign1 <= 1; G1 <= ~G1 + 1; end
                if(G2[39]) begin sign2 <= 1; G2 <= ~G2 + 1; end
                if(G3[39]) begin sign3 <= 1; G3 <= ~G3 + 1; end
                if(G4[39]) begin sign4 <= 1; G4 <= ~G4 + 1; end
                if(G5[39]) begin sign5 <= 1; G5 <= ~G5 + 1; end
                if(G6[39]) begin sign6 <= 1; G6 <= ~G6 + 1; end
                if(G7[39]) begin sign7 <= 1; G7 <= ~G7 + 1; end               
                end
    else if ((btnD == 1)) begin
        case(sw[15:8])                                 
                0:  begin if (sign0 == 0) begin 
                sign <= 0;                                                              
                case(sw[7:0])
                0:begin x <= G0[15:0]; dec <= 0;  end 
                1:begin x <= G0[31:16]; dec <= 1; end
                2:begin x <= {8'b0,G0[39:32]}; dec <= 0;end
          default:begin x <= {16'b0}; dec <= 0;end
                endcase
                end
                else if (sign0 == 1) begin 
                sign <= 1; 
                case(sw[7:0])
                0:begin x <= G0[15:0]; dec <= 0;end 
                1:begin x <= G0[31:16]; dec <= 1;end
                2:begin x <= {8'b0,G0[39:32]}; dec <= 0;end
          default:begin x <= {16'b0}; dec <= 0;end
                endcase                                
                end
                end
            1:  begin if (sign1 == 0)begin 
                sign <= 0;  
                case(sw[7:0])
                0:begin x <= G1[15:0]; dec <= 0;end
                1:begin x <= G1[31:16]; dec <= 1;end
                2:begin x <= {8'b0,G1[39:32]}; dec <= 0;end
          default:begin x <= {16'b0}; dec <= 0;end
                endcase
                end
                else if (sign1 == 1) begin 
                sign <= 1;
                case(sw[7:0])
                0:begin x <= G1[15:0]; dec <= 0;end
                1:begin x <= G1[31:16]; dec <= 1;end
                2:begin x <= {8'b0,G1[39:32]}; dec <= 0;end
          default:begin x <= {16'b0}; dec <= 0;end
                endcase                
                end
                end
            2:  begin if (sign2 == 0) begin 
                sign <= 0;
                case(sw[7:0])
                0:begin x <= G2[15:0]; dec <= 0;end
                1:begin x <= G2[31:16]; dec <= 1;end
                2:begin x <= {8'b0,G2[39:32]}; dec <= 0;end
          default:begin x <= {16'b0}; dec <= 0; end
                endcase
                end
                else if (sign2 == 1) begin 
                sign <= 1; 
                case(sw[7:0])
                0:begin x <= G2[15:0]; dec <= 0;end
                1:begin x <= G2[31:16]; dec <= 1;end
                2:begin x <= {8'b0,G2[39:32]}; dec <= 0;end
          default:begin x <= {16'b0}; dec <= 0;end
                endcase                
                end
                end
            4:  begin if (sign3 == 0) begin 
                sign <= 0;
                case(sw[7:0])
                0:begin x <= G3[15:0]; dec <= 0;end
                1:begin x <= G3[31:16]; dec <= 1;end
                2:begin x <= {8'b0,G3[39:32]}; dec <= 0;end
          default:begin x <= {16'b0}; dec <= 0;end                
                endcase
                end
                else if (sign3 == 1) begin 
                sign <= 1;
                case(sw[7:0])
                0:begin x <= G3[15:0]; dec <= 0;end
                1:begin x <= G3[31:16]; dec <= 1;end
                2:begin x <= {8'b0,G3[39:32]}; dec <= 0;end
          default:begin x <= {16'b0}; dec <= 0;end                
                endcase                
                end
                end
            8:  begin if (sign4 == 0) begin 
                sign <= 0;   
                case(sw[7:0])
                0:begin x <= G4[15:0]; dec <= 0;end
                1:begin x <= G4[31:16]; dec <= 1;end
                2:begin x <= {8'b0,G4[39:32]}; dec <= 0;end
          default:begin x <= {16'b0}; dec <= 0;end
                endcase
                end
                else if (sign4 == 1) begin 
                sign <= 1;   
                case(sw[7:0])
                0:begin x <= G4[15:0]; dec <= 0;end
                1:begin x <= G4[31:16]; dec <= 1;end
                2:begin x <= {8'b0,G4[39:32]}; dec <= 0;end
          default:begin x <= {16'b0}; dec <= 0;end
                endcase                
                end
                end
            16: begin if (sign5 == 0) begin 
                sign <= 0;  
                case(sw[7:0])
                0:begin x <= G5[15:0]; dec <= 0; end
                1:begin x <= G5[31:16]; dec <= 1; end
                2:begin x <= {8'b0,G5[39:32]}; dec <= 0; end
          default:begin x <= {16'b0}; dec <= 0; end
                endcase
                end
                else if (sign5 == 1) begin 
                sign <= 1;
                case(sw[7:0])
                0:begin x <= G5[15:0]; dec <= 0; end
                1:begin x <= G5[31:16]; dec <= 1; end
                2:begin x <= {8'b0,G5[39:32]}; dec <= 0; end
          default:begin x <= {16'b0}; dec <= 0; end
                endcase                
                end
                end
            32: begin if (sign6 == 0) begin 
                sign <= 0;
                case(sw[7:0])
                0:begin x <= G6[15:0]; dec <= 0; end
                1:begin x <= G6[31:16]; dec <= 1; end
                2:begin x <= {8'b0,G6[39:32]}; dec <= 0; end
          default:begin x <= {16'b0}; dec <= 0; end
                endcase
                end
                else if (sign6 == 1) begin 
                sign <= 1;
                case(sw[7:0])
                0:begin x <= G6[15:0]; dec <= 0; end
                1:begin x <= G6[31:16]; dec <= 1; end
                2:begin x <= {8'b0,G6[39:32]}; dec <= 0; end
          default:begin x <= {16'b0}; dec <= 0; end
                endcase                
                end
                end
            64: begin if (sign7 == 0) begin 
                sign <= 0;
                case(sw[7:0])
                0:begin x <= G7[15:0]; dec <= 0; end
                1:begin x <= G7[31:16]; dec <= 1; end
                2:begin x <= {8'b0,G7[39:32]}; dec <= 0; end 
          default:begin x <= {16'b0}; dec <= 0; end
                endcase
                end
                else if (sign7 == 1) begin 
                sign <= 1;
                case(sw[7:0])
                0:begin x <= G7[15:0]; dec <= 0; end
                1:begin x <= G7[31:16]; dec <= 1; end
                2:begin x <= {8'b0,G7[39:32]}; dec <= 0; end 
          default:begin x <= {16'b0}; dec <= 0; end
                endcase                
                end
                end                           
    endcase
    end
    else if ((btnC == 1)) begin
        I0 <= 0;
        I1 <= 0;
        I2 <= 0;
        I3 <= 0;
        I4 <= 0;
        I5 <= 0;
        I6 <= 0;
        I7 <= 0;
        A0 <= 0;
        A1 <= 0;
        A2 <= 0;
        A3 <= 0;
        A4 <= 0;
        A5 <= 0;
        A6 <= 0;
        A7 <= 0;
        B0 <= 0;
        B1 <= 0;
        B2 <= 0;
        B3 <= 0;
        B4 <= 0;
        B5 <= 0;
        B6 <= 0;
        B7 <= 0;
        C0 <= 0;
        C1 <= 0;
        C2 <= 0;
        C3 <= 0;
        C4 <= 0;
        C5 <= 0;
        C6 <= 0;
        C7 <= 0;
        D0 <= 0;
        D1 <= 0;
        D2 <= 0;
        D3 <= 0;
        D4 <= 0;
        D5 <= 0;
        D6 <= 0;
        D7 <= 0;
        E0 <= 0;
        E1 <= 0;
        E2 <= 0;
        E3 <= 0;
        E4 <= 0;
        E5 <= 0;
        E6 <= 0;
        E7 <= 0;
        F0 <= 0;
        F1 <= 0;
        F2 <= 0;
        F3 <= 0;
        F4 <= 0;
        F5 <= 0;
        F6 <= 0;
        F7 <= 0;
        x <= 0;
        sign <= 0;
        sign0 <= 0;
        sign1 <= 0;
        sign2 <= 0;
        sign3 <= 0;
        sign4 <= 0;
        sign5 <= 0;
        sign6 <= 0;
        sign7 <= 0;
        G0 <= 0;
        G1 <= 0;
        G2 <= 0;
        G3 <= 0;
        G4 <= 0;
        G5 <= 0;
        G6 <= 0;
        G7 <= 0;
        dec <= 0;
   end
end
always@(posedge clk)                     
begin                                    
    counter=counter+1;                   
    if(counter==49999999) begin counter=0; blink=blink+1; end 
end
assign led[15] = blink&(sign);   
seg7decimal u7 (
.B(x),
.clk(clk),
.clr(btnC),
.dec(dec),
.seg(seg),
.an(an),
.dp(dp)
);
endmodule
module seg7decimal(
	input [31:0] B,
    input clk,
    input wire clr,
    input wire dec,
    output reg [6:0] seg,
    output reg [7:0] an,
    output wire dp 
	 );
wire [2:0] s;	 
reg [3:0] digit;
wire [7:0] aen;
reg [19:0] clkdiv;
assign dp = 1;
assign s = clkdiv[19:17];
assign aen = 8'b11111111;  
always @(posedge clk) 
	case(s)
	0:digit = B[3:0];  
	1:digit = B[7:4];  
	2:digit = B[11:8];  
	3:digit = B[15:12];  
	4:digit = B[19:16];  
    5:digit = B[23:20];  
    6:digit = B[27:24];  
    7:digit = B[31:28];  
	default:digit = B[3:0];
	endcase
	always @(*)
case(digit)
0:seg = 7'b1000000; 
1:seg = 7'b1111001; 
2:seg = 7'b0100100; 
3:seg = 7'b0110000; 
4:seg = 7'b0011001; 
5:seg = 7'b0010010; 
6:seg = 7'b0000010; 
7:seg = 7'b1111000; 
8:seg = 7'b0000000; 
9:seg = 7'b0010000; 
'hA:seg = 7'b0001000; 
'hB:seg = 7'b0000011; 
'hC:seg = 7'b1000110;
'hD:seg = 7'b0100001;
'hE:seg = 7'b0000110;
'hF:seg = 7'b0001110;
default: seg = 7'b0000000;  
endcase
always @(*)begin
an=8'b11111111;
if(aen[s] == 1)
an[s] = 0;
end
always @(posedge clk or posedge clr) begin
if ( clr == 1)
clkdiv <= 0;
else
clkdiv <= clkdiv+1;
end
endmodule
==> flow/run.sh <==
#!/bin/bash
# OpenROAD 26Q1-2900-gdf79404cd8, Yosys 0.63+post, stock flow scripts
make -C /OpenROAD-flow-scripts/flow DESIGN_CONFIG=/design/flow/config.mk WORK_HOME=/design/flow/orfs finish
==> flow/config.mk <==
export PLATFORM = sky130hd
export DESIGN_NAME = dct_seq
export DESIGN_NICKNAME = dct_seq
export VERILOG_FILES = /design/flow/design.v
export SDC_FILE = /design/flow/constraint.sdc
export NUM_CORES = 4
export LEC_CHECK = 1
export CORE_UTILIZATION = 50
==> flow/constraint.sdc <==
current_design dct_seq

set clk_period 12.7
set clk_io_pct 0.2

create_clock -name clk0 -period $clk_period [get_ports {clk}]

set non_clock_inputs [all_inputs -no_clocks]
set_input_delay [expr $clk_period * $clk_io_pct] -clock clk0 $non_clock_inputs
set_output_delay [expr $clk_period * $clk_io_pct] -clock clk0 [all_outputs]
==> impl_metrics.prom <==
# HELP chip_impl_metric Yosys and OpenROAD flow results
# TYPE chip_impl_metric gauge
chip_impl_metric{name="synth.yosys.num_cells",unit=""} 10110
chip_impl_info{name="cts_tree",value="done"} 1
chip_impl_metric{name="via_count_of_the_first_global_routing_pass",unit=""} 69950
chip_impl_metric{name="timing.critical_path.buf_inv",unit=""} 2
chip_impl_info{name="critical-path-slowest-cell",value="sky130_fd_sc_hd__clkdlybuf4s50_1"} 1
chip_impl_metric{name="fin_crit_sh",unit="%"} 49.19
chip_impl_metric{name="estimated_wirelength_of_the_detail_placed_design",unit="µm"} 196900
chip_impl_metric{name="stage_delay_of_the_slowest_cell_on_the_critical_path",unit="ns"} 0.64
chip_impl_metric{name="holdPathStages",unit=""} 1
chip_impl_metric{name="route.antenna.remaining_nets",unit=""} 0
chip_impl_metric{name="cts_buffers",unit=""} 140
chip_impl_metric{name="cts_hold_buf",unit=""} 0
chip_impl_metric{name="via_per_inst",unit=""} 5.440
chip_impl_info{name="outcome",value="finished clean"} 1
chip_impl_metric{name="edf_count",unit=""} 1095
chip_impl_metric{name="drt_first_iter_violations",unit=""} 4551
chip_impl_metric{name="fill_cells",unit=""} 17140
chip_impl_metric{name="clockBufferDepth",unit=""} 3
chip_impl_metric{name="clkLatencyLatePin",unit="ns"} 0.79
chip_impl_metric{name="grt_remaining_overflow",unit=""} 0
chip_impl_metric{name="gpl.final_weighted_congestion",unit=""} 0.9753
chip_impl_metric{name="whs",unit="ns"} 0.4626
chip_impl_info{name="critPathTopFamily",value="buffers and inverters"} 1
chip_impl_metric{name="grt_antenna_before_repair",unit=""} 8
chip_impl_metric{name="post_cts_resize_count",unit=""} 0
chip_impl_info{name="netlist.top_cell.by_area",value="sky130_fd_sc_hd__edfxtp_1"} 1
chip_impl_metric{name="floorplan.die_area",unit="µm²"} 203500
chip_impl_metric{name="cts.reportedPaths.clkPinSlew",unit="ns"} 0.05
chip_impl_info{name="hold_class",value="reg2reg"} 1
chip_impl_metric{name="r2r_slack",unit="ns"} 6.58
chip_impl_metric{name="synth_chip_area",unit="µm²"} 100800
chip_impl_metric{name="timing_max_transition_violations_final",unit=""} 0
chip_impl_info{name="rsz_0062_raised_after_global_routing",value="false"} 1
chip_impl_metric{name="place_ws",unit="ns"} 5.639
chip_impl_metric{name="fraction_of_the_core_area_occupied_by_cells_at_floorplan",unit="%"} 50.40
chip_impl_metric{name="syn_area_per_cell",unit="µm²"} 9.972
chip_impl_metric{name="drt_wl_total",unit="µm"} 247900
chip_impl_metric{name="post_synth_num_cell_types",unit=""} 101
chip_impl_info{name="min-delay-start",value="u7.clkdiv[0]"} 1
chip_impl_metric{name="timing.max_slew.rel_slack",unit="%"} 33.63
chip_impl_info{name="cts.root.buffer_cell",value="sky130_fd_sc_hd__clkbuf_16"} 1
chip_impl_metric{name="timing_worst_slew_pin_value",unit="ns"} 0.9827
chip_impl_metric{name="die-height",unit="µm"} 451.1
chip_impl_metric{name="core_area",unit="µm²"} 200100
chip_impl_metric{name="synth_seq_share",unit="%"} 33.78
chip_impl_metric{name="worst_clock_skew",unit="ns"} 0.03837
chip_impl_metric{name="firstDrtPassIters",unit=""} 25
chip_impl_metric{name="synth_cells",unit=""} 10110
chip_impl_metric{name="number_of_input_and_output_port_buffers_inserted",unit=""} 48
chip_impl_metric{name="critical_path.max_fanout",unit=""} 8
chip_impl_metric{name="synth.top_cell.area_share",unit="%"} 32.61
chip_impl_metric{name="timing.setup.tns",unit="ns"} 0
chip_impl_metric{name="cellPowerDensity",unit="nW/µm²"} 136.6
chip_impl_metric{name="clock_sink_count",unit=""} 1149
chip_impl_metric{name="wire_length_of_the_first_global_routing_pass",unit="µm"} 392900
chip_impl_info{name="hold_end",value="u7.clkdiv[0]"} 1
chip_impl_metric{name="total_power",unit="W"} 0.01487
chip_impl_metric{name="die_x",unit="µm"} 451.1
chip_impl_metric{name="cts_setup_buffers",unit=""} 0
chip_impl_metric{name="cp.arrival",unit="ns"} 3.71
chip_impl_metric{name="syn-cell-area",unit="µm²"} 100800
chip_impl_metric{name="timing.final.crit_period",unit="ns"} 6.247
chip_impl_metric{name="worst_ep_required_time",unit="ns"} 10.16
chip_impl_info{name="critPathKind",value="in2out"} 1
chip_impl_metric{name="number_of_placed_i_o_pins",unit=""} 50
chip_impl_metric{name="reg2regPathDepth",unit=""} 20
chip_impl_metric{name="async_reset_ff_share",unit="%"} 1.741
chip_impl_metric{name="cts-htree-levels",unit=""} 4
chip_impl_metric{name="area_delta_synth_final",unit="%"} 7.974
chip_impl_metric{name="maximum_number_of_pins_on_one_net_before_global_route_repair",unit=""} 125
chip_impl_info{name="ys.flop_type",value="sky130_fd_sc_hd__edfxtp_1"} 1
chip_impl_metric{name="tool_warnings",unit=""} 222
chip_impl_info{name="crit_path_end_kind",value="output port"} 1
chip_impl_metric{name="drc",unit=""} 0
chip_impl_metric{name="route.vias.total",unit=""} 70020
chip_impl_metric{name="ys.warnings.count",unit=""} 4
chip_impl_metric{name="fmax",unit="MHz"} 160.1
chip_impl_metric{name="globalRouteTotalUtil",unit="%"} 26.42
chip_impl_metric{name="fp-row-count",unit=""} 164
chip_impl_metric{name="hold_viol",unit=""} 0
chip_impl_info{name="crit_path_cell_trace",value="clkdlybuf4s50_1 -> clkdlybuf4s50_1"} 1
chip_impl_metric{name="maxCapViolCount",unit=""} 0
chip_impl_metric{name="synth-seq-cells",unit=""} 1149
chip_impl_info{name="worstReg2RegStart",value="F2[4]"} 1
chip_impl_metric{name="routed_wire_length_per_instance",unit="µm"} 19.26
chip_impl_info{name="r2r-end",value="G6[39]"} 1
chip_impl_info{name="synth_top_area_cells",value="sky130_fd_sc_hd__edfxtp_1 33%, sky130_fd_sc_hd__ha_1 16%, sky130_fd_sc_hd__fa_1 12%"} 1
chip_impl_metric{name="fraction_of_layout_cells_with_a_size_suffix_above_1",unit="%"} 3.750
chip_impl_metric{name="leakage_power",unit="nW"} 47.68
chip_impl_metric{name="final_critical_path_setup_slack",unit="ns"} 6.453
chip_impl_info{name="cp_common_cell",value="sky130_fd_sc_hd__clkdlybuf4s50_1"} 1
chip_impl_metric{name="peak_ir_drop_on_the_vdd_network",unit="mV"} 0.1502
chip_impl_info{name="startpoint_type",value="input port"} 1
chip_impl_metric{name="setup_viol",unit=""} 0
==> cells in the mapped netlist, types with 49 or more instances <==
master,instances
sky130_fd_sc_hd__a211oi_1,49
sky130_fd_sc_hd__o22ai_1,167
sky130_fd_sc_hd__and2_1,250
sky130_fd_sc_hd__nor4_1,73
sky130_fd_sc_hd__mux2i_1,79
sky130_fd_sc_hd__edfxtp_1,1095
sky130_fd_sc_hd__nor2_1,796
sky130_fd_sc_hd__ha_1,1295
sky130_fd_sc_hd__nand2b_1,131
sky130_fd_sc_hd__nand3_1,116
sky130_fd_sc_hd__xor2_1,348
sky130_fd_sc_hd__fa_1,581
sky130_fd_sc_hd__or3_1,79
sky130_fd_sc_hd__clkbuf_1,254
sky130_fd_sc_hd__a21oi_1,484
sky130_fd_sc_hd__o21bai_1,85
sky130_fd_sc_hd__a22oi_1,77
sky130_fd_sc_hd__and3_1,65
sky130_fd_sc_hd__a21o_1,173
sky130_fd_sc_hd__inv_1,1589
sky130_fd_sc_hd__o21a_1,58
sky130_fd_sc_hd__o21ai_0,411
sky130_fd_sc_hd__nand2_1,434
sky130_fd_sc_hd__nor3_1,258
sky130_fd_sc_hd__xnor2_1,437
sky130_fd_sc_hd__nor2b_1,105
==> cells in the final DEF, fill, tap and decap left out, drive strengths merged, types with 32 or more instances in the layout <==
cell           count
a22oi             77
a31oi             42
o21ai            413
and3              65
fa               581
nor2             800
dfxtp             34
xnor2            437
xor2             348
nand2b           131
nand3            116
a211oi            49
nor3             259
a21o             173
and2             252
inv             1601
o21bai            85
clkbuf           179
mux2i             79
a22o              33
edfxtp          1095
clkdlybuf4s50     44
o31ai             32
nor4              82
a21oi            484
or4               35
nand4             38
ha              1295
nor2b            106
nand2            435
o21a              58
clkinv            47
buf               87
o22ai            167
or3               81
==> report_power, final <==
| group | leakage (nW) | internal (W) | switching, W |
|---|---|---|---|
| sequential | 10.8 | 0.00463 | 0.000429 |
| clock | 2.19 | 0.00231 | 0.00164 |
| combinational | 34.6 | 0.00242 | 0.00344 |
| total | 47.7 | 0.00936 | 0.00551 |
==> cell families after synthesis <==
group | synth area share, %
compound gates | 11.66
xor+xnor | 6.818
fa+ha+maj | 27.60
buf+inv | 7.046
flops | 33.78
mux | 0.8400
other cells | 0.003719
simple gates | 12.25
==> how the worst max path moves through the flow <==
stage / slack [ns] / cells after the start / start / to
finish: 6.45 / 2 / sw[13] / led[13]
global route: 6.20 / 20 / F2[4] / G6[39]
CTS: 6.45 / 2 / sw[13] / led[13]
==> layer usage <==
layer	up-vias	part of all wire (%)	GRT usage [%]
li1	34730	-	-
met1	33140	44	40.47
met2	1759	43	37.96
met3	382	8.5	8.929
met4	0	3.7	7.515
met5	-	0	0
==> sequential cells by signal (all words and copies together), names as in the netlist, 24 cells and up <==
signal / count
G0: 40
G1: 40
G2: 40
G3: 40
G4: 40
G5: 40
G6: 40
G7: 40
counter: 27
F4: 24
==> per-stage QoR <==
stage | util [%] | area (µm²) | std cells
2_1_floorplan | - | 100900 | 10110
3_3_place_gp | 52.16 | 104400 | 12610
3_5_place_dp | 52.16 | 104400 | 12610
4_1_cts | 54.42 | 108900 | 12870
5_1_grt | 54.42 | 108900 | 12870
6_report | 54.42 | 108900 | 12870
==> area by class of cell <==
type / instances / area, µm² / area share [%]
clock inverters: 75 / 759.5 / 0.6975
repair buffers: 131 / 1149 / 1.055
well taps: 2656 / 3323 / 3.052
clock buffers: 179 / 3765 / 3.458
diodes: 2 / 5.005 / 0.004596
flip-flops and latches: 1149 / 34060 / 31.28
multi-input cells: 7089 / 59840 / 54.96
inverters: 1589 / 5974 / 5.487
Power is estimated from default activity; no workload was simulated.
